File: /design/flow/design.v
`timescale 1ns / 1ps
module timer #(parameter bits = 4) (
input clk, resetn, enable,
input [bits-1:0] finalValue,
output done
);
reg [bits-1:0] Q, Qnext;
always @(posedge clk, negedge resetn)
begin
    if(~resetn)
        Q <= 0;
    else if(enable)
        Q <= Qnext;
    else
        Q <= Q;        
end
always @(*)
begin
    Qnext = (done)?'b0:Q+1;
end
assign done = (Q == finalValue);
endmodule
File: /design/flow/run.sh
#!/bin/bash
# OpenROAD 26Q1-2900-gdf79404cd8, Yosys 0.63+post, stock flow scripts
make -C /OpenROAD-flow-scripts/flow DESIGN_CONFIG=/design/flow/config.mk WORK_HOME=/design/flow/orfs finish
File: /design/flow/config.mk
export PLATFORM = sky130hd
export DESIGN_NAME = timer
export DESIGN_NICKNAME = timer
export VERILOG_FILES = /design/flow/design.v
export SDC_FILE = /design/flow/constraint.sdc
export NUM_CORES = 4
export LEC_CHECK = 1
export CORE_AREA = 10 10 70 70
export DIE_AREA = 0 0 80 80
File: /design/flow/constraint.sdc
current_design timer

set clk_period 2.0
set clk_io_pct 0.2

create_clock -name clk0 -period $clk_period [get_ports {clk}]

set non_clock_inputs [all_inputs -no_clocks]
set_input_delay [expr $clk_period * $clk_io_pct] -clock clk0 $non_clock_inputs
set_output_delay [expr $clk_period * $clk_io_pct] -clock clk0 [all_outputs]
==> ci_impl_report.md <==
## PnR job results

| Metric | Value |
|---|---|
| Peak clock frequency supported by timing | approximately 520 MHz |
| Cell count after synthesis | 26 |
| Via count of the routed design | a little over 200 |
| Diodes inserted | 0 |
| Final hold violations | 0 |
| Area share of fa/ha/maj cells after synthesis | under 10% |
| Count of state elements after synthesis | 4 |
| Standard-cell rows | 21 |
| Arrival time of data at the critical path endpoint | roughly 1.5 ns |
| Portion of the clock cycle consumed by the worst path in the final layout | around 96% |
| Total die size | approximately 6400 sq um |
| Worst slew slack as a fraction of its limit | 82.15% |
| Required time of the critical path | approximately 1.6 ns |
| Worst ir drop on vdd | ~0.00015 V |
| Yosys simple share | between 20% and 30% |
| Number of global-route vias before repair | 227 |
| Sink count of the clock tree | 4 |
| First-pass GRT wire length | around 990 um |
| Count of non-filler cells in the finished layout | 83 |
| Worst-path clk slew | 0.04 ns |
| Run status | completed |
| Total GRT Usage | ~1.9% |
| Portion of the post-synthesis area used by sequential elements | just under 40% |
| Warning total across the stage logs | 25 |
| Clock root buffer | sky130_fd_sc_hd__clkbuf_4 |
| Initial DRC Count | 19 |
| Critical path type | in2out |
| Die boundary height | 80 um |
| Crit end category | output pin |
| Shortest period the worst path allows | roughly 1.9 ns |
| Worst-Skew Late Latency | 0.23 ns |
| Initial antenna violation count | 0 |
| Area growth from synthesis to layout | 62.44% |
| Summed instance area of the synthesized netlist | ~260 sq um |
| Gpl congestion | between 0.7 and 0.8 |
| Aoi/oai-family share of the synthesized area | 11.71% |
| Largest registers | Q: 4 flops |
| Instance area at placement | slightly below 400 sq um |
| Post-synthesis area per instance | around 9.9 sq um |
| Multiplexer share | between 3 and 4% |
| Type of the most critical hold path | in2async |
| Clock Skew | 0.002010 ns |
| Slew of the pin with the lowest slew margin | ~0.27 ns |
| Starting density of the core | about 7.5% |
| Post-route cell area | roughly 420 sq um |
| Number of fill cells | 393 |
| Leakage power summed over all cells | between 0.15 and 0.2 nW |
| Number of routed nets with antenna violations | 0 |
| Maximum clock insertion buffer count | 2 |
| Die X-Extent | roughly 80 um |
| H-tree depth | 1 |
| Fraction of final layout cells with drive strength greater than 1 | 16.22% |
| Clock Power Share | a little under a quarter |
| Net switching fraction of the power | 34.94% |
| Cell count after placement | roughly 79 |
| Global route overflow | 0 |
| Placeable Area | approximately 3400 sq um |
| NetSw | ~0.15 mW |
| Share of power burned in combinational logic | between 40 and 50% |
| Power Total | about 0.42 mW |
| Buffers on Ports | 7 |
| Unrepaired setup endpoints after global routing | no |
| Max FFs per register | 4 |
| Warning count from the yosys run | 1 |
| Clock buffer count from CTS | 3 |
| Portion of total power attributed to sequential cells | 36.8% |
| Cell count listed in synth_stat.txt | 26 |
| Ports | 8 |
| Drt pass-1 iters | 3 |
| Final core utilization | around 12% |
| Unique masters post-synth | 15 |
| Cell-internal power | about 0.27 mW |
| Number of maximum-capacitance constraint violations | 0 |
| Max Fanout on Critical Path | 2 |
| Power per cell area | ~1000 nW/um^2 |
| Chip area from the yosys synthesis statistics | between 200 and 300 sq um |
| Final tally of setup violations | 0 |
| Final wirelength | 565 um |
| Top register by number of flip-flops | Q |
| TritonCTS clock tree | done |
| Setup TNS Final | 0 ns |
| DRC viols | 0 |
| Largest net degree at the start of global routing | 10 |
| Xor and xnor area share after synthesis | around 14% |
| Main combinational cell family by area after synthesis | simple AND/OR/NAND/NOR gates |
| Type of origin of the critical path | input pin |
| Final slew viol count | 0 |
| Detail-routed via count per cell | 2.482 |
| Routed len/inst | 6.807 um |
## power groups by stage
stage     Clock [mW]  Combinational (mW)  Sequential, mW
6_report      0.0956               0.168           0.153
5_1_grt        0.106               0.185           0.161
4_1_cts        0.103               0.169           0.154
## worst max-delay path, stage by stage
cell and delay, ns:
sky130_fd_sc_hd__clkdlybuf4s50_1 0.42, sky130_fd_sc_hd__xor2_1 0.19, sky130_fd_sc_hd__nor4_4 0.28, sky130_fd_sc_hd__dlygate4sd2_1 0.23
## repair_timing
action / CTS / global route
endpoints found under the hold margin: 0 / 0
buffers inserted: 1 / 0
pin swaps: 1 / 1
hold buffers: 0 / 0
setup endpoints to repair: 1 / 1
gates resized: 1 / 0
## per-stage QoR
step                hold WS [ns]  worst slack (ns)
global route              0.3872           0.01945
finish                    0.3758           0.08507
floorplan                 0.1044            0.7147
global placement          0.5791           -0.1991
detailed placement        0.5816           -0.2129
CTS                       0.3686           0.06660
## cell type report
class | instances | area [sq um] | area share (%)
inverter | 2 | 7.507 | 1.802
clock buffer | 3 | 22.52 | 5.405
timing repair buffer | 9 | 83.83 | 20.12
tap | 46 | 57.56 | 13.81
multi-input combinational | 19 | 145.1 | 34.83
sequential | 4 | 100.1 | 24.02
## cell usage in the layout, fill, tap and decap left out, types with 2 or more instances in the layout
| cell type | count |
|---|---|
| sky130_fd_sc_hd__xor2_1 | 4 |
| sky130_fd_sc_hd__clkbuf_4 | 3 |
| sky130_fd_sc_hd__clkdlybuf4s50_1 | 6 |
| sky130_fd_sc_hd__inv_1 | 2 |
| sky130_fd_sc_hd__nand3_1 | 2 |
| sky130_fd_sc_hd__nand2b_1 | 2 |
| sky130_fd_sc_hd__o22ai_1 | 2 |
| sky130_fd_sc_hd__buf_4 | 2 |
| sky130_fd_sc_hd__nand2_1 | 2 |
| sky130_fd_sc_hd__dfrtp_1 | 4 |
## worst paths after layout
path / slack, ns / cells after the start / endpoint / start
worst max-delay path: 0.09 / 4 / done / finalValue[1]
worst min-delay path: 0.38 / 1 / Q[3] / resetn
worst max register to register: 0.68 / 5 / Q[3] / Q[0]
worst min register to register: 0.59 / 2 / Q[0] / Q[0]
max in group asynchronous: 1.45 / 1 / Q[2] / resetn
min in group clk0: 0.59 / 2 / Q[0] / Q[0]
## logic make-up (layout without fill, tap and decap cells)
logic type	Yosys count	count (layout)
flip-flops	4	4
XOR/XNOR	4	4
AND/OR/NAND/NOR	8	8
adder cells (fa/ha/maj)	1	1
multiplexers	1	1
buffers and inverters	3	14
AND-OR/OR-AND	5	5
## cell usage after synthesis (all sizes together)
library cell	n	share of area [%]
nand2b	2	4.9
nor2b	1	2.4
ha	1	4.9
xor2	4	14
mux2i	1	3.9
nor4	1	8.3
dfrtp	4	39
a21oi	1	1.9
a21o	1	2.9
nand2	2	2.9
o21ai	1	1.9
inv	2	2.9
o22ai	2	4.9
nand3	2	3.9
clkbuf	1	1.5
## per-layer routing
layer / part of all wire [%] / global-route usage (%) / up-vias
met5: 0 / 0 / -
met4: 4.6 / 1.408 / 0
met3: 6.0 / 0.4545 / 2
met2: 36 / 2.327 / 8
met1: 53 / 2.668 / 83
li1: - / - / 113
No activity file was given, so power comes from the tool's default toggle rates.
