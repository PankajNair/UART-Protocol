==> flow/design.v <==
`timescale 1ns / 1ps
module uart_tx #(parameter dBits = 8, sbTicks = 16) (
input clk, resetn,
input txStart, sTick,
input [dBits-1:0] dataIn,
output reg txDone,
output tx
);
localparam idle = 0, start = 1, data = 2, stop = 3;
reg [1:0] state, stateNext;
reg [3:0] s, sNext;
reg [$clog2(dBits)-1:0] n, nNext;
reg [dBits-1:0] temp, tempNext;
reg txReg, txNext;
always @(posedge clk, negedge resetn)
begin
    if(~resetn)
        begin
            state <= idle;
            s <= 0;
            n <= 0;
            temp <= 0;
            txReg <= 1'b1;
        end
    else
        begin
            state <= stateNext;
            s <= sNext;
            n <= nNext;
            temp <= tempNext;
            txReg <= txNext;
        end
end
always @(*)
begin
    stateNext = state;
    sNext = s;
    nNext = n;
    tempNext = temp;
    txDone = 1'b0;
    case(state)
        idle:
            begin
                txNext = 1'b1;
                if(txStart)
                    begin
                        sNext = 0;
                        tempNext = dataIn;
                        stateNext = start;
                    end
            end
        start:
            begin
                txNext = 1'b0;
                if(sTick)
                    if(s == 15)
                        begin
                            sNext = 0;
                            nNext = 0;
                            stateNext = data;
                        end
                    else
                        sNext = s+1;
             end
        data:
            begin
                txNext = temp[0];
                if(sTick)
                    if(s == 15)
                        begin
                            sNext = 0;
                            tempNext = {1'b0, temp[dBits-1:1]};
                            if(n == dBits-1)
                                stateNext = stop;
                            else
                                nNext = n+1;
                        end
                    else
                        sNext = s+1;
            end
        stop:
            begin
                txNext = 1'b1;
                 if(sTick)
                    if(s == sbTicks-1)
                        begin
                            txDone = 1'b1;
                            stateNext = idle;
                        end
                    else
                        sNext = s+1;
            end
        default:
             stateNext = idle;
    endcase
end
endmodule
==> flow/run.sh <==
#!/bin/bash
# OpenROAD 26Q1-2900-gdf79404cd8, Yosys 0.63+post, stock flow scripts
make -C /OpenROAD-flow-scripts/flow DESIGN_CONFIG=/design/flow/config.mk WORK_HOME=/design/flow/orfs finish
==> flow/config.mk <==
export PLATFORM = sky130hd
export DESIGN_NAME = uart_tx
export DESIGN_NICKNAME = uart_tx
export VERILOG_FILES = /design/flow/design.v
export SDC_FILE = /design/flow/constraint.sdc
export NUM_CORES = 4
export LEC_CHECK = 1
export CORE_AREA = 10 10 83 83
export DIE_AREA = 0 0 93 93
==> flow/constraint.sdc <==
current_design uart_tx

set clk_period 1.7
set clk_io_pct 0.2

create_clock -name clk0 -period $clk_period [get_ports {clk}]

set non_clock_inputs [all_inputs -no_clocks]
set_input_delay [expr $clk_period * $clk_io_pct] -clock clk0 $non_clock_inputs
set_output_delay [expr $clk_period * $clk_io_pct] -clock clk0 [all_outputs]
==> summary.txt <==
The synthesis and place-and-route flow finished, so here is a summary.

In the setup report, the worst path falls into the class register to register. In this run the critical register-to-register path is launched from s[0]. The stat command in Yosys gives a chip area of 647 sq um. The number of sinks on the clock net came out at 11.

For this run the aggregate overflow at the end of global routing stands at 0. The clock transition at the registers of the reported paths came out at 50 ps. Nets still carrying antenna violations after routing amount to 0. The first global-routing pass estimated 2380 um of wire. For this run, the leading register cell type out of synthesis is sky130_fd_sc_hd__dfrtp_1. The arrival time of the worst setup path is 1820 ps.

During placement, the flow inserted port buffers numbering 4. The number of search-and-repair iterations in the first detailed-routing pass is 4. The initial antenna violation count came out at 0. The reported leakage power is 0.412 nW.

The y dimension of the die is 93 um. The share of flip-flops with an asynchronous set or reset after synthesis is 100%. Per STA, the startpoint of the critical path is s[0]. The worst hold-check path type is input port to async pin. At the pin with the least slew margin, the transition time is 515 ps.

The count of final hold-check violations came out at 0. The number of non-filler instances in the completed layout came out at 152. The placement summary gives the final routability congestion estimate as 0.802. Dividing the detail-routed wire length by the instance count gives 9.20 um. The via count of the first global-routing pass came out at 504.

The area of the placeable core is 5140 sq um. The ratio of total power to cell area is 1340 nW/um^2. The root buffer cell chosen for the clock tree is sky130_fd_sc_hd__clkbuf_8. In the layout the commonest cells are 11 x sky130_fd_sc_hd__buf_4, 10 x sky130_fd_sc_hd__dfrtp_1, 7 x sky130_fd_sc_hd__nand2_1. The average footprint of a synthesized cell came out at 10.4 sq um. The part of the Yosys area used for sequential elements came out at 42.7%. Setup repair after global routing could not meet its margin everywhere. The yosys warning tally came out at 2. For the finished layout, the period the worst path requires is 1700 ps. The worst slew slack as a fraction of its limit came out at 65.6%.

The number of fill cells is 581. The cell area after technology mapping is 647 sq um. The clock insertion delay at the later pin of the skew report is 230 ps. The worst-case clock buffer depth is 2.

The worst-case clock skew is 1.66 ps. The detailed-route via count is 503. Per the timing report, the most critical flop-to-flop path finishes at n[0]. The sum of net half-perimeters after detailed placement came out at 1040 um.

Per the cell usage report, the commonest logic cell in the layout is sky130_fd_sc_hd__buf_4. Compared with the post-synthesis result, the final layout area differs by 48.4%. Across all register-to-register paths, the minimum setup slack is -3 ps. Yosys attributes the largest share of cell area to sky130_fd_sc_hd__dfrtp_1 39%, sky130_fd_sc_hd__ha_1 5.8%, sky130_fd_sc_hd__dfstp_2 4.1%. In the routed design, unresolved DRC markers number 0. Looking at area per cell type in the netlist, the leader is sky130_fd_sc_hd__dfrtp_1. The final worst-path cycle share is 100%.

The endpoint of the worst setup timing path is n[0]. The row count is 26. The routed design ends up with an antenna cell count of 0. The worst register-to-register path depth is 7. The number of pins with negative max-slew slack in the final report is 0. STA classifies the critical path startpoint as a register. STA classifies the critical path endpoint as a register. The layout cell share with drive strength beyond 1 came out at 41.5%.

The maximum resistive drop on vdd is 0.634 mV. Per the OpenROAD floorplan log, the area of the die is 8650 sq um. The die outline width came out at 93 um. The final setup violation count is 1. According to the I/O placement log, the pin count is 14. The number of library cell types mapped by synthesis came out at 33. The run finished, with violations left. The number of cells produced by synthesis came out at 62.

The total detailed-routing wirelength is 1400 um. The number of max-capacitance violations reported came out at 0. The count of flip-flops with a built-in enable after synthesis came out at 0. Overall routing resource usage recorded by global route was 3.29%. The achievable frequency is 587 MHz. The largest net degree at the start of global routing came out at 12. For this configuration, the core starts out at a cell density of 12.6%. The required time reported for the critical path endpoint is 1820 ps.

The number of H-tree levels came out at 1. The post-synthesis sequential element count came out at 11. The CTS tree is built. The detailed placer reported the number of placed instances as 147. The number of design-rule violations left by the first detailed-router iteration is 10. The routed design shows a via density per instance of 3.31. The final reports fail on negative setup slack. The total cells reported by yosys after synthesis is 62.

CTS added clock buffers totalling 3. The final setup slack of the worst path is -3.23 ps. The number of logged tool warnings is 35.

The setup TNS is -3.23 ps. The largest fanout on the critical path came out at 3. The fraction of synthesized cell area taken by the top area cell type is 38.7%.
==> registers in the layout (all words and copies together), names as in the netlist <==
signal and count:
n 3, s 4, state 4
==> power breakdown <==
part | total, mW | switching (mW) | internal [mW]
combinational | 0.602 | 0.272 | 0.329
sequential | 0.423 | 0.0806 | 0.342
clock | 0.259 | 0.0945 | 0.164
total | 1.28 | 0.447 | 0.836
==> worst min path at each step <==
stage,start,to,slack (ps)
CTS,resetn,state[1],470
global route,resetn,state[1],480
finish,resetn,state[3],450
==> cells by family (layout without fill, tap and decap cells) <==
kind of cell / Yosys count / after routing / synth area share (%)
and+or+nand+nor: 23 / 23 / 22.6
other: 1 / 1 / 0.580
muxes: 3 / 3 / 4.84
buffers and inverters: 6 / 26 / 4.25
adders and majority gates: 3 / 3 / 5.80
AOI/OAI and AO/OA: 15 / 15 / 19.2
DFF: 11 / 11 / 42.7
==> critical path: stages, from the launching register on <==
cell and delay [ps]:
sky130_fd_sc_hd__dfrtp_1 360, sky130_fd_sc_hd__ha_2 190, sky130_fd_sc_hd__and3_4 200, sky130_fd_sc_hd__buf_6 110, sky130_fd_sc_hd__o21ai_4 60, sky130_fd_sc_hd__buf_6 130, sky130_fd_sc_hd__nor3b_4 240, sky130_fd_sc_hd__mux2_4 320
==> layout make-up <==
type	instances	area, sq um	area share [%]
multi-input cells	45	380	39.6
well taps	70	87.6	9.13
flip-flops and latches	11	277	28.8
clock buffers	4	45.0	4.69
inverters	4	15.0	1.56
repair buffers	18	155	16.2
==> metrics by stage <==
step	setup WS, ps	hold slack, ps	power [mW]	instance area (sq um)	util [%]
2_1_floorplan	62.7	44.4	0.731	647	-
3_3_place_gp	-198	515	0.935	860	16.7
3_5_place_dp	-206	525	0.938	860	16.7
4_1_cts	-9.37	465	1.22	913	17.8
5_1_grt	-68.8	477	1.39	960	18.7
6_report	-3.23	450	1.28	960	18.7
==> metal layers <==
| layer | up-vias | wire (um) | global-route usage (%) | part of all wire [%] |
|---|---|---|---|---|
| li1 | 260 | - | - | - |
| met1 | 235 | 715 | 4.72 | 51 |
| met2 | 6 | 612 | 4.67 | 44 |
| met3 | 2 | 55 | 1.13 | 3.9 |
| met4 | 0 | 16 | 0.643 | 1.1 |
| met5 | - | 0 | 0 | 0 |
==> what timing repair did <==
item,CTS,global route
setup buffers,1,1
pin swaps,2,8
hold buffers,0,0
endpoints found under the setup margin,1,6
gates resized,2,11
==> synthesized netlist by cell type (all sizes together), types with 2 or more instances <==
cell type	instances
nand2	7
nor2	3
buf	2
mux2i	2
a22o	2
dfrtp	10
nor2b	2
inv	4
nand3	3
o31ai	2
ha	3
o21ai	6
Power figures rest on the tool's default switching activity, not on a simulated workload.
