File: design/flow/run.sh
#!/bin/bash
# OpenROAD 26Q1-2900-gdf79404cd8, Yosys 0.63+post, stock flow scripts
make -C /OpenROAD-flow-scripts/flow DESIGN_CONFIG=/design/flow/config.mk WORK_HOME=/design/flow/orfs finish
File: design/flow/config.mk
export PLATFORM = sky130hd
export DESIGN_NAME = uart_rx
export DESIGN_NICKNAME = uart_rx
export VERILOG_FILES = /design/flow/design.v
export SDC_FILE = /design/flow/constraint.sdc
export NUM_CORES = 4
export LEC_CHECK = 1
export CORE_AREA = 10 10 82 82
export DIE_AREA = 0 0 92 92
File: design/flow/constraint.sdc
current_design uart_rx

set clk_period 2.7
set clk_io_pct 0.2

create_clock -name clk0 -period $clk_period [get_ports {clk}]

set non_clock_inputs [all_inputs -no_clocks]
set_input_delay [expr $clk_period * $clk_io_pct] -clock clk0 $non_clock_inputs
set_output_delay [expr $clk_period * $clk_io_pct] -clock clk0 [all_outputs]
File: design/flow/design.v
`timescale 1ns / 1ps
module uart_rx #(parameter dBits = 8, sbTicks = 16) (
input clk, resetn,
input rx, sTick,
output reg rxDone,
output [dBits-1:0] rxOut
);
localparam idle = 0, start = 1, data = 2, stop = 3;
reg [1:0] state, stateNext;
reg [3:0] s, sNext;
reg [$clog2(dBits)-1:0] n, nNext;
reg [dBits-1:0] temp, tempNext;
always @(posedge clk, negedge resetn)
begin
    if(~resetn)
        begin
            state <= idle;
            s <= 0;
            n <= 0;
            temp <= 0;
        end
    else
        begin
            state <= stateNext;
            s <= sNext;
            n <= nNext;
            temp <= tempNext;
        end
end
always @(*)
begin
    stateNext = state;
    sNext = s;
    nNext = n;
    tempNext = temp;
    rxDone = 1'b0;
    case(state)
        idle:
            if(~rx)
                begin
                    sNext = 0;
                    stateNext = start;
                end
        start:
            if(sTick)
                if(s == 7)
                    begin
                        sNext = 0;
                        nNext = 0;
                        stateNext = data;
                    end
                else
                    sNext = s+1;
        data:
            if(sTick)
                if(s == 15)
                    begin
                        sNext = 0;
                        tempNext = {rx, temp[dBits-1:1]};
                        if(n == dBits-1)
                            stateNext = stop;
                        else
                            nNext = n+1;
                    end
                else
                    sNext = s+1;
        stop:
             if(sTick)
                if(s==sbTicks-1)
                    begin
                        rxDone = 1'b1;
                        stateNext = idle;
                    end
                else
                    sNext = s+1;
        default:
             stateNext = idle;
    endcase
end
assign rxOut = temp;
endmodule
==> results.py <==
# Generated from Yosys and OpenROAD reports
metrics = {
    "timing": {
        "worst_pin_slew_ps": 453,
        "fmax_mhz": 430,
        "setup_violations": 0,
        "drv_slew": 0,
        "maxSlewHeadroom_pct": 69.7,
        "tns_ps": 0,
        "finalHoldViolations": 0,
        "skew_ps": 3.96,
        "layout_setup_ws_ps": 374,
        "period_needed_ps": 2330,
        "finalCritPeriodShare_pct": 86.2,
        "rsz0062_at_grt": "no",
    },
    "global_routing": {
        "antenna_found_initial": 0,
        "grt_pass1_vias": 701,
        "grt_overflow": 0,
        "grt_pass1_wl_mm": 3.25,
        "grt_usage_pct": 4.53,
        "grt_max_degree": 20,
    },
    "drt": {
        "num_vias": 682,
        "viasPerCell": 3.97,
        "ant_nets": 0,
        "drc_errors": 0,
        "avgRoutedWirePerCell_um": 10.5,
        "antenna_cells": 0,
        "drt-total-wl_mm": 1.80,
        "drt_iter0_markers": 49,
        "drt_pass1_iterations": 4,
    },
    "floorplanning": {
        "fp_util_pct": 18.6,
        "core_mm2": 0.00507,
        "num_rows": 26,
        "die-area_mm2": 0.00846,
        "die_w_um": 92,
        "ios": 13,
        "chipHeight_um": 92,
    },
    "place": {
        "port_buffers": 12,
        "place_congestion": 0.763,
        "pre_cts_ws_ps": 361,
        "dp.final_hpwl_mm": 1.33,
    },
    "yosys": {
        "synth.distinct_cells": 29,
        "yosysChipArea_um2": 942,
        "ys_seq_share_pct": 50.6,
        "ys_ff": 19,
        "synth_cells": 86,
        "syn-cell-area_um2": 942,
        "avgSynthCellArea_um2": 11.0,
        "yosysCellCount": 86,
        "yosysWarningCount": 1,
    },
    "layout": {
        "seq_area_um2": 477,
        "nFillCells": 570,
        "comb_area_um2": 439,
        "area.growth.synth_to_final_pct": 27.4,
        "final_util_pct": 23.6,
        "drive_gt1_share_pct": 18.6,
    },
    "worst_setup_path": {
        "r2r-start": "s[0]$_DFFE_PN0P_",
        "path_max_fanout": 6,
        "arrival_ps": 1790,
        "cp-start-kind": "input port",
        "ff2ff_path_depth": 5,
        "r2r_setup_slack_ps": 590,
        "critPathKind": "in -> out",
        "cp.required_ps": 2160,
        "endpoint_kind": "primary output",
        "rr_endpoint": "temp[7]$_DFFE_PN0P_",
    },
    "power": {
        "ir_worst_vdd_mv": 0.202,
        "leakagePower_nw": 0.472,
        "power_density_mw_per_mm2": 835,
    },
    "status": {
        "outcome": "finished, final reports clean",
    },
    "clock_tree": {
        "clockRootBuffer": "clkbuf_8",
        "cts_setup_buffers": 0,
        "cts_buffers": 3,
        "cts_tree": "yes",
        "path_clk_slew_ps": 70,
        "htree_levels": 1,
        "clk_path_buf_depth": 2,
        "cts_sinks": 19,
        "cts_resized": 0,
        "clock_latency_ps": 250,
        "holdBufCountCts": 0,
    },
    "flow_run": {
        "warning_count": 25,
        "drv_cap": 0,
    },
    "worst_hold_path": {
        "whs_endpoint": "temp[0]$_DFFE_PN0P_",
        "hp-class": "reg -> reg",
        "whs_path_depth": 1,
        "hold_start": "temp[0]$_DFFE_PN0P_",
    },
}
-- kinds of logic after synthesis --
| family | after synthesis | share of synthesized area (%) |
|---|---|---|
| muxes | 11 | 12.9 |
| adders and majority gates | 3 | 3.98 |
| AOI/OAI and AO/OA | 18 | 13.9 |
| buffers and inverters | 7 | 2.79 |
| DFF | 19 | 50.6 |
| and+or+nand+nor | 28 | 15.8 |
-- cell usage in the layout, fill, tap and decap left out, types with 2 or more instances in the layout --
| cell type | instances |
|---|---|
| a21oi_1 | 3 |
| and3_1 | 2 |
| clkbuf_8 | 3 |
| clkdlybuf4s50_1 | 12 |
| dfrtp_1 | 18 |
| ha_1 | 3 |
| inv_1 | 6 |
| mux2_2 | 9 |
| mux2i_1 | 2 |
| nand2_1 | 12 |
| nand2b_1 | 2 |
| nor2_1 | 3 |
| nor2b_1 | 2 |
| o21ai_0 | 7 |
-- metrics by stage --
step	hold WS (ps)	instances	area [µm²]	total power, mW
2_1_floorplan	244	86	942	0.637
3_3_place_gp	492	168	1150	0.816
3_5_place_dp	495	168	1150	0.820
4_1_cts	513	172	1200	1.02
5_1_grt	539	172	1200	1.09
6_report	507	172	1200	1.00
-- power breakdown --
part / internal, mW / leakage (nW) / switching [mW]
registers: 0.393 / 0.232 / 0.0992
clock network: 0.102 / 0.0255 / 0.0935
logic: 0.214 / 0.215 / 0.100
total: 0.709 / 0.472 / 0.293
-- worst max path at each step --
stage,cells past startpoint,startpoint,end
4_1_cts,4,sTick,rxDone
6_report,4,sTick,rxDone
5_1_grt,4,sTick,rxDone
-- cells in the mapped netlist, drive strengths merged --
library cell / number / area share, %
nand2b: 2 / 1.3
nand4b: 1 / 0.93
nand2: 12 / 4.8
nand3: 2 / 1.6
a21oi: 3 / 1.6
o22ai: 1 / 0.66
nand4bb: 1 / 1.2
and3: 2 / 1.3
a32oi: 1 / 1.7
nor4: 1 / 0.66
or2: 1 / 0.66
or4: 1 / 0.80
o21bai: 1 / 0.80
a2111oi: 1 / 0.93
dfrtp: 18 / 48
a31oi: 1 / 0.66
inv: 6 / 2.4
nor2: 3 / 1.2
nor2b: 2 / 1.3
mux2i: 2 / 2.1
clkbuf: 1 / 0.40
a211oi: 1 / 2.1
o31ai: 1 / 0.80
o21ai: 7 / 3.7
ha: 3 / 4.0
a211o: 1 / 0.93
mux2: 9 / 11
dfstp: 1 / 2.8
-- layer usage --
| metal | up-vias | track usage, % | part of all wire (%) |
|---|---|---|---|
| met2 | 8 | 7.29 | 45 |
| met4 | 0 | 0.643 | 0.72 |
| met3 | 2 | 1.65 | 6.5 |
| met5 | - | 0 | 0 |
| li1 | 339 | - | - |
| met1 | 333 | 5.85 | 47 |
-- state kept, by name (all words and copies together), names as in the netlist --
name and count:
state 4, s 4, n 3, temp 8
-- worst max-delay path, cell delays in order --
cell and delay, ps:
clkdlybuf4s50_1 580, nand2_1 90, nor2_1 100, clkdlybuf4s50_1 480
-- layout make-up --
cell class | instances | share of cell area, %
Sequential cell | 19 | 39.7
Multi-Input combinational cell | 60 | 36.6
Timing Repair Buffer | 13 | 10.6
Tap cell | 70 | 7.30
Clock buffer | 3 | 3.44
Inverter | 6 | 1.88
Clock inverter | 1 | 0.417
Power figures rest on the tool's default switching activity, not on a simulated workload.
